==> design.v <==
module oneBitFullAdder (a, b, cin, sum, ca);
input a, b, cin;
output sum, ca;
wire w1, w2, w3, w4, w5;
xor xor_0 (w1, a, b);
xor xor_1 (sum, w1, cin);
and and_0 (w2, a, b);
and and_1 (w3, a, cin);
and and_2 (w4, b, cin);
or  or_0 (w5, w2, w3);
or  or_1 (ca, w4, w5);
endmodule
module fourBitFullAdder (a, b, cin, sum, ca);
input [3:0] a, b;
input cin;
output [3:0] sum;
output ca;
wire c1, c2, c3;
oneBitFullAdder FA_0 (a[0], b[0], cin, sum[0], c1);
oneBitFullAdder FA_1 (a[1], b[1], c1, sum[1], c2);
oneBitFullAdder FA_2 (a[2], b[2], c2, sum[2], c3);
oneBitFullAdder FA_3 (a[3], b[3], c3, sum[3], ca);
endmodule
module eightBitFullAdder (a, b, cin, sum, ca);
input [7:0] a, b;
input cin;
output [7:0] sum;
output ca;
wire c4;
fourBitFullAdder FA_0 (a[3:0], b[3:0], cin, sum[3:0], c4);
fourBitFullAdder FA_1 (a[7:4], b[7:4], c4, sum[7:4], ca);
endmodule
module sixteenBitFullAdder (a, b, cin, sum, ca);
input [15:0] a, b;
input cin;
output [15:0] sum;
output ca;
wire c5;
eightBitFullAdder FA_0 (a[7:0], b[7:0], cin, sum[7:0], c5);
eightBitFullAdder FA_1 (a[15:8], b[15:8], c5, sum[15:8], ca);
endmodule
module rca32BitFullAdder (a, b, cin, sum, ca);
input [31:0] a, b;
input cin;
output [31:0] sum;
output ca;
wire c6;
sixteenBitFullAdder FA_0 (a[15:0], b[15:0], cin, sum[15:0], c6);
sixteenBitFullAdder FA_1 (a[31:16], b[31:16], c6, sum[31:16], ca);
endmodule
==> run.sh <==
#!/bin/bash
# OpenROAD 26Q1-2900-gdf79404cd8, Yosys 0.63+post, stock flow scripts
make -C /OpenROAD-flow-scripts/flow DESIGN_CONFIG=/design/flow/config.mk WORK_HOME=/design/flow/orfs finish
==> config.mk <==
export PLATFORM = sky130hd
export DESIGN_NAME = rca32BitFullAdder
export DESIGN_NICKNAME = rca32BitFullAdder
export VERILOG_FILES = /design/flow/design.v
export SDC_FILE = /design/flow/constraint.sdc
export NUM_CORES = 4
export LEC_CHECK = 1
export CORE_AREA = 10 10 101 101
export DIE_AREA = 0 0 111 111
==> constraint.sdc <==
current_design rca32BitFullAdder

set clk_period 17.5
set clk_io_pct 0.2

create_clock -name clk0 -period $clk_period

set non_clock_inputs [all_inputs -no_clocks]
set_input_delay [expr $clk_period * $clk_io_pct] -clock clk0 $non_clock_inputs
set_output_delay [expr $clk_period * $clk_io_pct] -clock clk0 [all_outputs]
==> impl_metrics.json <==
{
  "outcome": "complete, but fails checks",
  "violations": "negative setup slack",
  "place_inst": 245,
  "cts_hold_buf": 0,
  "flop_area_um2": 0,
  "synthCells": 74,
  "required_ns": 14.00,
  "logic_family": "adder cells",
  "fmax_ghz": 0.0543,
  "port_buffers": 98,
  "vias_per_cell": 2.98,
  "slowest_stage": "fa_1",
  "cp_max_fo": 1,
  "first_global_vias": 950,
  "ys_cells": 74,
  "ys_sh_aoi_pct": 0,
  "instances_no_fill": 245,
  "seq_power_share_pct": 0,
  "slew_headroom_pct": 91.2,
  "final_antenna_net_count": 0,
  "grt_max_degree": 2,
  "finalSetupViolations": 4,
  "design_area_mm2": 0.00187,
  "n_sequential_cell": 0,
  "vias": 730,
  "rows": 33,
  "syn2layout_area_growth_pct": 104,
  "ios": 98,
  "combinationalPowerShare_pct": 100.0,
  "postCtsResizedCells": 32,
  "p_clk_share_pct": 0,
  "startpoint_type": "input port",
  "yosys-mux-area-fraction_pct": 0,
  "worst_path_most_repeated_cell": "fa_2",
  "comb_area_um2": 718,
  "warning_count": 35,
  "nClkBuffers": 0,
  "grt_pass1_wl_mm": 5.22,
  "drtIter0Drc": 6,
  "tightest_slew_ns": 0.132,
  "fin_ws_ns": -0.918,
  "min_path_type": "input port to primary output",
  "ir_drop_mv": 0.0108,
  "fp.dieW_um": 111,
  "finalHoldViolations": 0,
  "avgSynthCellArea_um2": 12.4,
  "yosysWarnings": 0,
  "num_antenna_cells": 0,
  "critical_path_class": "input port to primary output",
  "first_pass_iters": 2,
  "crit_path_end_kind": "primary output",
  "fin_crit_sh_pct": 105,
  "slowest_delay_ns": 0.39,
  "drt-total-wl_mm": 3.30,
  "post-cts-setup-buffers": 0,
  "fillers": 872,
  "arrival_ns": 14.92,
  "intPower_w": 0.0000452,
  "ys_types": 3,
  "ys_sh_simple_pct": 0,
  "power_density_mw_per_mm2": 33.5,
  "drive_gt1_share_pct": 30.7,
  "die_y_um": 111,
  "antenna_found_initial": 0,
  "coreArea_mm2": 0.00813,
  "ys_sh_xor_pct": 0,
  "fin_crit_ns": 18.42,
  "p_leak_nw": 0.664,
  "yosys_area_um2": 918,
  "grt_remaining_overflow": 0,
  "place_congestion": 0.830,
  "slew_violations": 0,
  "maxCapViolCount": 0,
  "yosysSeqAreaShare_pct": 0,
  "fa_ha_area_share_pct": 69.8,
  "final_core_util_pct": 23.0,
  "die_area_mm2": 0.0123,
  "grt_usage_pct": 5.32,
  "rsz0062_at_grt": "true",
  "crit_family": "adder cells",
  "power_switching_w": 0.0000175,
  "swShare_pct": 27.9,
  "dp_hpwl_mm": 3.29,
  "crit_buf_inv": 6,
  "wl_per_cell_um": 13.5,
  "route.detailed.drc": 0,
  "placed_cell_area_mm2": 0.00189,
  "syn_area_um2": 918,
  "fp_util_pct": 11.3
}
-- per-stage QoR --
step	total power [W]	setup WS [ns]	setup TNS (ns)	hold slack [ns]
floorplan	0.0000323	-0.519	-0.886	7.23
global placement	0.0000672	-1.83	-7.43	8.06
detailed placement	0.0000675	-1.89	-7.78	8.07
CTS	0.0000654	-1.06	-3.13	7.75
global route	0.0000715	-1.29	-4.06	7.78
finish	0.0000626	-0.918	-2.46	7.74
-- per-layer routing --
metal / track usage (%) / up-vias / wire [um]
met1: 6.19 / 326 / 1210
li1: - / 312 / -
met2: 6.72 / 92 / 1120
met4: 0 / 0 / 0
met3: 6.02 / 0 / 966
met5: 0 / - / 0
-- tightest hold or removal path: stages --
cell and delay, ns:
buf_6 0.09, inv_2 0.04, fa_2 0.18, inv_1 0.03, clkdlybuf4s50_1 0.40
-- worst paths after layout --
path	end	cells past startpoint	slack [ns]	startpoint
setup / recovery	sum[31]	38	-0.92	a[0]
hold / removal	sum[0]	5	7.74	cin
-- cells in the final DEF (no fill, tap or decap) --
cell	netlist	routed
fa_2	0	31
inv_6	0	1
fa_1	32	1
dlygate4sd2_1	0	3
buf_6	0	2
clkdlybuf4s50_1	0	87
inv_12	0	1
buf_8	0	1
inv_2	0	3
dlymetal6s2s_1	0	1
buf_2	0	4
inv_1	10	5
-- synth_stat cells --
| cell type | count | area [um2] |
|---|---|---|
| buf_4 | 32 | 240 |
| fa_1 | 32 | 641 |
| inv_1 | 10 | 37.5 |
-- logic make-up after synthesis --
group	after synthesis
adder cells (fa/ha/maj)	32
buffers and inverters	42
-- final cells by class --
| cell class | instances | area share (%) |
|---|---|---|
| well taps | 105 | 7.02 |
| repair buffers | 98 | 51.7 |
| inverters | 10 | 2.94 |
| multi-input cells | 32 | 38.4 |
-- power by group through the flow --
stage     combinational, W  clock [W]  sequential [W]
4_1_cts          0.0000654          0               0
6_report         0.0000626          0               0
5_1_grt          0.0000715          0               0
Power is estimated from default activity; no workload was simulated.
