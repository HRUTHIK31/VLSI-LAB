File: ./design.v
module mux4x1(out, s1, s0, i3, i2, i1, i0);
input i3,i2,i1,i0;
input s1,s0;
output reg out;
always@(s1,s0,i3,i2,i1,i0)
begin
	if(s1==0 && s0 ==0)
		out=i0;
	else if(s1==0 && s0 ==1)
		out=i1;
	else if(s1==1 && s0 ==0)
		out=i2;
	else if(s1==1 && s0==1)
		out=i3;
end
endmodule
module dflipflop(q, d, clk, reset);
input d, clk, reset;
output reg q;
always@(posedge clk)
begin
	if(reset == 1'b1)
		q<=1'b0;
	else
		q<=d;
end
endmodule
module USR (OUT,I, clk, reset, s, leftshift, rightshift);
input [7:0]I;
input [1:0]s;
input clk;
input reset,leftshift,rightshift;
output [7:0]OUT;
wire [7:0] w;
mux4x1 m1(w[0],s[1],s[0],I[0],leftshift,OUT[1],OUT[0]);
mux4x1 m2(w[1],s[1],s[0],I[1],OUT[0],OUT[2],OUT[1]);
mux4x1 m3(w[2],s[1],s[0],I[2],OUT[1],OUT[3],OUT[2]);
mux4x1 m4(w[3],s[1],s[0],I[3],OUT[2],OUT[4],OUT[3]);
mux4x1 m5(w[4],s[1],s[0],I[4],OUT[3],OUT[5],OUT[4]);
mux4x1 m6(w[5],s[1],s[0],I[5],OUT[4],OUT[6],OUT[5]);
mux4x1 m7(w[6],s[1],s[0],I[6],OUT[5],OUT[7],OUT[6]);
mux4x1 m8(w[7],s[1],s[0],I[7],OUT[6],rightshift,OUT[7]);
dflipflop d1(OUT[0],w[0],clk,reset);
dflipflop d2(OUT[1],w[1],clk,reset);
dflipflop d3(OUT[2],w[2],clk,reset);
dflipflop d4(OUT[3],w[3],clk,reset);
dflipflop d5(OUT[4],w[4],clk,reset);
dflipflop d6(OUT[5],w[5],clk,reset);
dflipflop d7(OUT[6],w[6],clk,reset);
dflipflop d8(OUT[7],w[7],clk,reset);
endmodule
File: ./run.sh
#!/bin/bash
# OpenROAD 26Q1-2900-gdf79404cd8, Yosys 0.63+post, stock flow scripts
make -C /OpenROAD-flow-scripts/flow DESIGN_CONFIG=/design/flow/config.mk WORK_HOME=/design/flow/orfs finish
File: ./config.mk
export PLATFORM = sky130hd
export DESIGN_NAME = USR
export DESIGN_NICKNAME = USR
export VERILOG_FILES = /design/flow/design.v
export SDC_FILE = /design/flow/constraint.sdc
export NUM_CORES = 4
export LEC_CHECK = 1
export CORE_AREA = 10 10 84 84
export DIE_AREA = 0 0 94 94
File: ./constraint.sdc
current_design USR

set clk_period 2.1
set clk_io_pct 0.2

create_clock -name clk0 -period $clk_period [get_ports {clk}]

set non_clock_inputs [all_inputs -no_clocks]
set_input_delay [expr $clk_period * $clk_io_pct] -clock clk0 $non_clock_inputs
set_output_delay [expr $clk_period * $clk_io_pct] -clock clk0 [all_outputs]
==> results_dict.tcl <==
# yosys + openroad results
set metrics [dict create \
    yosys.area.top_type_share_pct 30.19 \
    viasPerCell 2.627 \
    synth.cell_area_sq_um 596.8 \
    synthesis.yosys.warnings 2 \
    floorplan.core_util_pct 11.47 \
    worst_setup_hold_path_clk_slew_ns 0.04 \
    buffer_ports.inserted 21 \
    tool_warnings 25 \
    postCtsSetupRepairBufs 0 \
    hold_path.startpoint "reset" \
    crit_path_max_fanout 8 \
    power_per_cell_area_mw_per_mm2 479.7 \
    finalWeightedCongestion 0.7098 \
    fillers 580 \
    post_synth_num_cell_types 7 \
    via_count_of_the_first_global_routing_pass 360 \
    die_w_um 94 \
    clock_tree.htree_level_count 1 \
    grt_antenna_before_repair 0 \
    synth_top_flop_cell "dlxtn_1" \
    io-pin-count 22 \
    setup.worst_path.class "in -> reg" \
    die_area_sq_mm 0.008836 \
    final_hold_viol_count 0 \
    min-delay-path-class "in -> reg" \
    max_slew.worst_pin.slew_ns 0.5051 \
    worst_slew_margin_pct 66.27 \
    max-clock-path-buffers 2 \
    cap_violations 0 \
    top_cells_by_count "buf_4, dfxtp_1, dlxtn_1, mux4_2, nor2b_1" \
    final_cell_area_sq_um 882.1 \
    grt_max_degree 9 \
    post_dp_cell_area_sq_um 838.3 \
    netSwitchingPower_mw 0.07946 \
    status "completed" \
    layout_setup_ws_ns 0.1460 \
    unconstrained_endpoints 8 \
    register_area_sq_um 280.3 \
    postRouteWirelength_um 1264 \
    pre_cts_slack_ns -0.1793 \
    half_perimeter_wire_length_after_placement_um 1088 \
    wl_per_cell_um 9.433 \
    worst_setup_path_end_kind "register" \
    timing.final.crit_period_ns 1.954 \
    worst_ir_drop_vdd_uv 170.2 \
    antennaDiodeCount 0 \
    synth-async-reset-ratio_pct 0 \
    switching_share_pct 18.78 \
    cp-startpoint "s[1]" \
    logic_area_sq_um 260.3 \
    worstSetupStartpointType "primary input" \
    ys_seq_elements 16 \
    route.antenna.remaining_nets 0 \
    cts.root.buffer_cell "clkbuf_8" \
    number_of_register_pins_that_no_clock_reaches 8 \
    layout-area-overhead-vs-synth_pct 47.80 \
    cell_area_leaders "mux4_2, dfxtp_1, dlxtn_1, buf_4, nor2b_1" \
    chipHeight_um 94 \
    num_rows 26 \
    worst_r2r_startpoint "d7.q" \
    core_area_sq_mm 0.005205 \
    syn_inst 43 \
    grt_first_pass_wirelength_um 1925 \
    drt_pre_antenna_iters 2 \
    clkPwrFrac_pct 42.5 \
    postSynthAreaPerCell_sq_um 13.88 \
    maxClockFrequency_ghz 0.5118 \
    area_reported_by_yosys_stat_sq_um 596.8 \
    route.vias.total 352 \
    final_layout_size_suffix_gt1_share_pct 17.19 \
    remaining_routing_drc_violations 0 \
    combinationalPowerShare_pct 15.8 \
    enable_flop_cells 0 \
    grt_usage_pct 2.921 \
    crit_arrival_ns 2.06 \
    final_min_period_over_clock_period_pct 93.05 \
    global_route.overflow_total 0 \
    timing.final.max_slew_violations 0 \
    grt_setup_unrepaired "false" \
    yosysCellCount 43 \
    post-synth-top-area-cell "mux4_2" \
    cts_buffers 3 \
    crit_required_ns 2.20 \
    cellInternalPower_mw 0.3437 \
    seq_power_share_pct 41.7 \
    detailedRoute.firstIterationViolations 6 \
    final-setup-viol-count 0 \
    leakagePower_nw 0.3349 \
    tritoncts "yes" \
]
cell families after synthesis:
group	after synthesis	share of synthesized area [%]
AND/OR/NAND/NOR	8	8.386
buffers and inverters	10	13.84
latches	8	20.12
flip-flops	8	26.83
multiplexers	8	30.19
other	1	0.6283
power groups by stage:
stage	Combinational [mW]	Clock [mW]	Sequential, mW
after CTS	0.0683	0.184	0.177
final	0.0668	0.180	0.177
after global routing	0.0720	0.198	0.178
layout make-up:
type                       instances  share of cell area [%]
sequential                        16                   31.77
timing repair buffer              21                   24.11
tap                               70                   9.929
clock buffer                       3                   4.681
multi-input combinational         24                   29.50
metal layers:
metal,track usage (%),wire [um]
met1,3.852,619
met2,3.802,495
met3,2.342,149
met4,0.1266,0
met5,0,0
worst max-delay path, cell delays in order:
cell and delay (ns):
clkdlybuf4s50_1 0.73, mux4_2 0.56, dlxtn_1 0.24, nor2b_1 0.11
through the flow:
stage / cells / TNS, ns / hold WS, ns / power (mW) / util (%)
6_report: 134 / 0 / 0.9706 / 0.4232 / 16.95
5_1_grt: 134 / 0 / 0.9754 / 0.4471 / 16.95
4_1_cts: 134 / 0 / 0.9602 / 0.4290 / 16.90
3_5_place_dp: 131 / -1.209 / 1.138 / 0.2467 / 16.11
3_3_place_gp: 131 / -1.056 / 1.135 / 0.2460 / 16.11
2_1_floorplan: 50 / 0 / 0.4916 / 0.2158 / -
path summary, 6_finish.rpt:
check / slack, ns / end / cells past startpoint
worst max-delay path: 0.15 / d3.q / 4
worst min-delay path: 0.97 / d1.q / 2
worst max register to register: 0.83 / d8.q / 3
cells in the final DEF, fill, tap and decap left out:
cell             count
dfxtp_1              8
dlxtn_1              8
dlymetal6s2s_1       1
clkbuf_8             3
clkdlybuf4s50_1     20
conb_1               8
nor2b_1              8
mux4_2               8
timing repair:
action / in CTS / in global routing
hold buffers: 0 / 0
gates resized: 0 / 1
endpoints found under the setup margin: 0 / 4
Power figures rest on the tool's default switching activity, not on a simulated workload.
