==> /design/flow/design.v <==
module FA(a,b,c,sum,cout);
input a,b,c;
output sum,cout;
wire w1,w2,w3;
xor(w1,a,b);
xor(sum,w1,c);
and(w2,a,b);
and(w3,w1,c);
or(cout,w2,w3);
endmodule
module carrysaveadder(A,B,C,u,v);
input [63:0] A,B,C;
output [63:0]v;
output [63:0]u;
wire c;
assign v[0]=0;
genvar i;
generate
for(i=0;i<=62;i=i+1)
begin:iloop
 FA ful(A[i],B[i],C[i],u[i],v[i+1]);
end
endgenerate
FA F1(A[63],B[63],C[63],u[63],c);
endmodule
module fulladder ( cin, a, b, sum, cout);
input a,b;
input [7:0]cin;
output sum,cout;
reg c;
wire w1,w2,w3;
always@(a,b,cin)
begin
if(cin=="k")
 c=1'b0;
if(cin=="g")
 c=1'b1;
end
xor(w1,a,b);
xor(sum,w1,c);
and(w2,a,b);
and(w3,w1,c);
or(cout,w2,w3);
endmodule
module recurr(a,b,out);
 input  [7:0]a,b;
 output reg [7:0]out;
always@(a,b)
begin
if(a=="k" && b=="k")
 out="k";
else if(a=="k" && b=="p")
 out="k";
else if(a=="k" && b=="g")
 out="g";
else if(a=="p" && b=="k")
 out="k";
else if(a=="p" && b=="p")
 out="p";
else if(a=="p" && b=="g")
 out="g";
else if(a=="g" && b=="k")
 out="k";
else if(a=="g" && b=="p")
 out="g";
else if(a=="g" && b=="g")
 out="g";
end
endmodule
 module carry(a,b,c);
input a,b;
output reg[7:0] c;
always@(a,b)
begin 
if(a==0 && b==0)
 c = "k";
else if(a==1 && b==1)
 c = "g";
else
 c = "p";
end
endmodule
 module carrylookaheadadder( a,b,sum,cout);
 input [63:0] a;
 input [63:0] b;
 output [63:0]cout;
 output [63:0] sum;
 wire [64*8:1] cin,c,w1,w2,w3,w4,w5;
assign c[8:1]="k";
genvar i;
generate
for(i=0;i<=62;i=i+1)
begin:iloop
carry C1(a[i],b[i],c[8*(i+2):8*(i+1)+1]);
end
endgenerate 
assign w1[8:1]=c[8:1];
genvar j;
generate
for(j=1;j<=63;j=j+1)
begin:jloop
recurr r1(c[8*j:8*(j-1)+1],c[8*(j+1):8*(j)+1],w1[8*(j+1):8*(j)+1]);
end
endgenerate
 assign w2[16:1]=w1[16:1];
genvar k;
generate
for(k=1;k<=62;k=k+1)
begin:kloop
recurr W1(w1[8*k:8*(k-1)+1],w1[8*(k+2):8*(k+1)+1],w2[8*(k+2):8*(k+1)+1]);
end
endgenerate
 assign w3[32:1]=w2[32:1];
genvar l;
generate
for(l=1;l<=60;l=l+1)
begin:lloop
recurr R3(w2[8*l:8*(l-1)+1],w2[8*(l+4):8*(l+3)+1],w3[8*(l+4):8*(l+3)+1]);
end
endgenerate
 assign w4[64:1]=w3[64:1];
genvar n;
generate
for(n=1;n<=56;n=n+1)
begin:nloop
recurr R1(w3[8*n:8*(n-1)+1],w3[8*(n+8):8*(n+7)+1],w4[8*(n+8):8*(n+7)+1]);
end
endgenerate
 assign w5[128:1]=w4[128:1];
genvar p;
generate
for(p=1;p<=48;p=p+1)
begin:ploop
recurr R2(w4[8*p:8*(p-1)+1],w4[8*(p+16):8*(p+15)+1],w5[8*(p+16):8*(p+15)+1]);
end
endgenerate
assign cin[256:1]=w5[256:1];
genvar q;
generate
for(q=1;q<=32;q=q+1)
begin:qloop
recurr R2(w5[8*q:8*(q-1)+1],w5[8*(q+32):8*(q+31)+1],cin[8*(q+32):8*(q+31)+1]);
end
endgenerate
genvar r;
generate
for(r=0;r<=63;r=r+1)
begin:rloop
fulladder FA1(cin[8*(r+1):8*(r)+1],a[r],b[r],sum[r],cout[r]);
end 
endgenerate
 endmodule
module wallace(M1,M2,p);
input [31:0] M1,M2;
output [63:0]p;
wire [63:0] u1[9:0],u2[6:0],u3[4:0],u4[2:0],u5[1:0],u6,u7,u8;
wire [63:0] v1[9:0],v2[6:0],v3[4:0],v4[2:0],v5[1:0],v6,v7,v8;
wire [63:0] cs[31:0];
wire [31:0] pp[31:0];
wire [63:0]c;
genvar i;
generate
for(i=0;i<=31;i=i+1)
begin:iloop
assign pp[i]=M1 & {32{M2[i]}};
end
endgenerate
wire a=1'b0;
assign cs[0]={{32{a}},pp[0]};
assign cs[1]={{31{a}},pp[1],a};
assign cs[2]={{30{a}},pp[2],{2{a}}};
assign cs[3]={{29{a}},pp[3],{3{a}}};
assign cs[4]={{28{a}},pp[4],{4{a}}};
assign cs[5]={{27{a}},pp[5],{5{a}}};
assign cs[6]={{26{a}},pp[6],{6{a}}};
assign cs[7]={{25{a}},pp[7],{7{a}}};
assign cs[8]={{24{a}},pp[8],{8{a}}};
assign cs[9]={{23{a}},pp[9],{9{a}}};
assign cs[10]={{22{a}},pp[10],{10{a}}};
assign cs[11]={{21{a}},pp[11],{11{a}}};
assign cs[12]={{20{a}},pp[12],{12{a}}};
assign cs[13]={{19{a}},pp[13],{13{a}}};
assign cs[14]={{18{a}},pp[14],{14{a}}};
assign cs[15]={{17{a}},pp[15],{15{a}}};
assign cs[16]={{16{a}},pp[16],{16{a}}};
assign cs[17]={{15{a}},pp[17],{17{a}}};
assign cs[18]={{14{a}},pp[18],{18{a}}};
assign cs[19]={{13{a}},pp[19],{19{a}}};
assign cs[20]={{12{a}},pp[20],{20{a}}};
assign cs[21]={{11{a}},pp[21],{21{a}}};
assign cs[22]={{10{a}},pp[22],{22{a}}};
assign cs[23]={{9{a}},pp[23],{23{a}}};
assign cs[24]={{8{a}},pp[24],{24{a}}};
assign cs[25]={{7{a}},pp[25],{25{a}}};
assign cs[26]={{6{a}},pp[26],{26{a}}};
assign cs[27]={{5{a}},pp[27],{27{a}}};
assign cs[28]={{4{a}},pp[28],{28{a}}};
assign cs[29]={{3{a}},pp[29],{29{a}}};
assign cs[30]={{2{a}},pp[30],{30{a}}};
assign cs[31]={{1{a}},pp[31],{31{a}}};
genvar j;
generate
for(j=0;j<10;j=j+1)
begin:jloop
carrysaveadder W1(cs[3*j],cs[3*j+1],cs[3*j+2],u1[j],v1[j]);
end
endgenerate
genvar k;
generate
for(k=0;k<3;k=k+1)
begin:kloop
carrysaveadder W2(u1[3*k],v1[3*k],u1[3*k+1],u2[2*k],v2[2*k]);
carrysaveadder W3(v1[3*k+1],u1[3*k+2],v1[3*k+2],u2[2*k+1],v2[2*k+1]);
end
endgenerate
carrysaveadder W4(u1[9],v1[9],cs[30],u2[6],v2[6]);
genvar l;
generate
for(l=0;l<2;l=l+1)
begin:lloop
carrysaveadder W5(u2[3*l],v2[3*l],u2[3*l+1],u3[2*l],v3[2*l]);
carrysaveadder W6(v2[3*l+1],u2[3*l+2],v2[3*l+2],u3[2*l+1],v3[2*l+1]);
end
endgenerate
carrysaveadder W7(u2[6],v2[6],cs[31],u3[4],v3[4]);
genvar m;
generate
for(m=0;m<1;m=m+1)
begin:mloop
carrysaveadder W8(u3[3*m],v3[3*m],u3[3*m+1],u4[2*m],v4[2*m]);
carrysaveadder W9(v3[3*m+1],u3[3*m+2],v3[3*m+2],u4[2*m+1],v4[2*m+1]);
end
endgenerate
carrysaveadder W10(u3[3],v3[3],u3[4],u4[2],v4[2]);
carrysaveadder W11(u4[0],v4[0],u4[1],u5[0],v5[0]);
carrysaveadder W12(v4[1],u4[2],v4[2],u5[1],v5[1]);
carrysaveadder W13(u5[0],v5[0],u5[1],u6,v6);
carrysaveadder W14(u6,v6,v5[1],u7,v7);
carrysaveadder W15(u7,v7,v3[4],u8,v8);
carrylookaheadadder c1(u8,v8,p,c);
endmodule
==> /design/flow/run.sh <==
#!/bin/bash
# OpenROAD 26Q1-2900-gdf79404cd8, Yosys 0.63+post, stock flow scripts
make -C /OpenROAD-flow-scripts/flow DESIGN_CONFIG=/design/flow/config.mk WORK_HOME=/design/flow/orfs finish
==> /design/flow/config.mk <==
export PLATFORM = sky130hd
export DESIGN_NAME = wallace
export DESIGN_NICKNAME = wallace
export VERILOG_FILES = /design/flow/design.v
export SDC_FILE = /design/flow/constraint.sdc
export NUM_CORES = 4
export LEC_CHECK = 1
export CORE_UTILIZATION = 50
==> /design/flow/constraint.sdc <==
current_design wallace

set clk_period 7.6
set clk_io_pct 0.2

create_clock -name clk0 -period $clk_period

set non_clock_inputs [all_inputs -no_clocks]
set_input_delay [expr $clk_period * $clk_io_pct] -clock clk0 $non_clock_inputs
set_output_delay [expr $clk_period * $clk_io_pct] -clock clk0 [all_outputs]
==> flow_summary.yaml <==
# implementation run metrics
job:
  warnings: 124
  cap_viol_max_count: 0
final_layout:
  layout_top_cells: "1211 x dlxtn_1, 1083 x inv_1, 709 x and2_1, 646 x fa_1, 626 x nand2_1"
  final_area_sq_um: 90000
  area_delta_synth_final_pct: 16.8
  drive_above_1_share_pct: 19.1
  final_cells: 11400
  fin_util_pct: 59.0
  layout_top_cell: "dlxtn_1"
grt:
  antenna_found_initial: 3
  grt_pass1_wl_microns: 323000
  grt_max_degree: 33
  first_global_vias: 58100
  grt.total_usage_pct: 28.2
  grt_overflow: 0
critical_path:
  cp_max_fo: 5
  cp.arrival_ns: 7.12
  crit_path_max_incr_delay_ns: 0.60
  path_class: "input pin to primary output"
  end_kind: "primary output"
  cp.required_ns: 6.08
  worstSetupStartpointType: "input pin"
  cp_cell_sequence: "buf_4, bufbuf_16, and2_4, fa_1, inv_2, fa_2, fa_1, fa_1, fa_1, fa_1, fa_1, inv_2, fa_1, inv_2, ha_4, xor2_1, buf_4, buf_2"
  cp_slowest_cell: "fa_1"
  critical_path.most_common_cell: "fa_1"
drt:
  vias: 59200
  drcViolationCount: 0
  first_iter_violations: 2671
  post_drt_wl_per_cell_microns: 18.2
  drt-total-wl_microns: 207000
  viasPerCell: 5.20
  drtAntennaViolNets: 0
  dr.pass1.iters: 5
place:
  place_hpwl_microns: 174000
  dpl_cell_area_sq_um: 83900
  place_inst: 11100
  gp_congestion: 1.01
  io_buffers: 128
final_timing:
  period_needed_ns: 8.64
  min_period_over_period_pct: 114
  unclocked_regs: 1211
  fmax_mhz: 116
  final.setup.worst_slack_ns: -1.04
  slew_headroom_pct: 34.7
  rsz0062_at_grt: "yes"
  setup_viol: 51
  drv_slew: 0
  worstMarginPinSlew_ns: 0.967
  untimed_endpoints: 1202
  finalHoldViolations: 0
logic_synthesis:
  netlist_area_sq_um: 77000
  synthArstFlopShare_pct: 0
  yosys_area_sq_um: 77000
  synth-seq-cells: 1211
  yosys_cells: 8898
  synth-edff-count: 0
  yosys_warnings: 4
  flop_cell: "dlxtn_1"
  ys_types: 78
  syn_area_per_cell_sq_um: 8.66
  syn_inst: 8898
die:
  rows: 143
  floorplan.core_util_pct: 50.5
  die_w_microns: 395
  core_area_sq_um: 152000
  dieHeight_microns: 395
  pin_count: 128
  die_area_sq_um: 156000
clock_network:
  cts-hold-fix-buffers: 0
hold_path:
  hp-class: "input pin to primary output"
run_status:
  status: "finished, violations left"
  violations: "setup timing"
[layout make-up]
cell class	count	area [sq um]
sequential	1211	18200
fill	12800	62400
multi-input combinational	6135	56400
timing repair buffer	698	8000
inverter	1298	4870
antenna	5	12.5
tap	2030	2540
[flip-flops by register name, indices dropped and copies added, names as in the netlist]
register / flops
c1.ploop.R2.out: 160
c1.lloop.R3.out: 232
c1.nloop.R1.out: 208
c1.jloop.r1.out: 240
c1.kloop.W1.out: 244
c1.qloop.R2.out: 64
c1.rloop.FA1.c: 63
[Yosys cell counts (all sizes together), types with 89 or more instances]
| cell type | instances | area [sq um] |
|---|---|---|
| a21oi | 190 | 962 |
| clkbuf | 222 | 833 |
| nor3 | 103 | 515 |
| nand2b | 205 | 1280 |
| nand3b | 89 | 668 |
| fa | 907 | 18200 |
| inv | 1298 | 4870 |
| nand2 | 628 | 2360 |
| nor2 | 513 | 1930 |
| nor2b | 174 | 1090 |
| xnor2 | 128 | 1120 |
| xor2 | 147 | 1290 |
| ha | 363 | 4540 |
| dlxtn | 1211 | 18200 |
| or4b | 97 | 975 |
| o21ai | 350 | 1750 |
| nor4b | 125 | 1120 |
| and2 | 1007 | 6300 |
| nor4bb | 154 | 1540 |
| nor3b | 94 | 706 |
[final timing paths]
check | depth (start not counted) | startpoint | to
setup / recovery | 18 | M2[19] | p[36]
hold / removal | 5 | M2[0] | p[0]
[critical path, delay by kind of cell]
| kind | cells | cell delay (ns) |
|---|---|---|
| fa+ha+maj | 9 | 4.50 |
| simple gates | 1 | 0.15 |
| buf+inv | 7 | 0.79 |
| xor+xnor | 1 | 0.15 |
[metal layers]
layer / GRT usage, % / up-vias / share of wire [%]
met2: 43.6 / 1360 / 45
met3: 6.46 / 197 / 6.8
met4: 6.30 / 4 / 3.1
met5: 0.400 / - / 0.065
li1: - / 29200 / -
met1: 42.4 / 28400 / 45
[kinds of logic after synthesis]
group                    share of synthesized area, %
AND/OR/NAND/NOR                                  27.6
latches                                          23.6
adder cells (fa/ha/maj)                          29.5
multiplexers                                    0.130
AND-OR/OR-AND                                    8.01
buffers and inverters                            8.04
XOR/XNOR                                         3.13
other                                         0.00487
[timing repair]
action                                  4_1_cts  5_1_grt
cloned                                       24        3
setup buffers                               236       41
pin swaps                                   653      425
hold endpoints to repair                      0        0
endpoints found under the setup margin       57       56
gates resized                              1284      315
[per-stage QoR]
step / setup WS (ns) / setup TNS (ns) / hold slack, ns
floorplan: -0.517 / -6.96 / 3.39
global placement: -1.83 / -82.04 / 4.30
detailed placement: -1.88 / -82.38 / 4.30
CTS: -1.14 / -36.61 / 3.96
global route: -1.18 / -37.90 / 4.01
finish: -1.04 / -31.67 / 3.97
